<file path="./constraint.sdc">
current_design Data_Sync

set clk_period 1.6
set clk_io_pct 0.2

create_clock -name clk0 -period $clk_period [get_ports {CLK}]

set non_clock_inputs [all_inputs -no_clocks]
set_input_delay [expr $clk_period * $clk_io_pct] -clock clk0 $non_clock_inputs
set_output_delay [expr $clk_period * $clk_io_pct] -clock clk0 [all_outputs]
</file>
<file path="./run.sh">
#!/bin/bash
# OpenROAD 26Q1-2900-gdf79404cd8, Yosys 0.63+post, stock flow scripts
make -C /OpenROAD-flow-scripts/flow DESIGN_CONFIG=/design/flow/config.mk WORK_HOME=/design/flow/orfs finish
</file>
<file path="./config.mk">
export PLATFORM = sky130hd
export DESIGN_NAME = Data_Sync
export DESIGN_NICKNAME = Data_Sync
export VERILOG_FILES = /design/flow/design.v
export SDC_FILE = /design/flow/constraint.sdc
export NUM_CORES = 4
export LEC_CHECK = 1
export CORE_AREA = 10 10 70 70
export DIE_AREA = 0 0 80 80
</file>
<file path="./design.v">
module Data_Sync #(parameter NUM_STAGES = 'd4 , parameter BUS_WIDTH = 1) (
input CLK     ,
input RST_n   ,
input bus_enable ,
input      [BUS_WIDTH -1  : 0] UNSYNC_bus ,
output  reg enable_pulse ,
output  reg [BUS_WIDTH - 1 : 0] SYNC_bus
);
reg pulse_gen ;
reg Q_in;
reg  [NUM_STAGES -1 : 0]  FF_Stage ;
reg  data_SYN2; 
genvar i ;
generate
	for(i = 0 ; i < NUM_STAGES ; i = i + 1)
	begin
	  always @(posedge CLK or negedge RST_n)
	  begin
	  	if (!RST_n) begin
	  	    FF_Stage[i] <= 0;
	  	end
	  	else if (i == 0) begin
	  		FF_Stage[i] <= bus_enable;
	  	end
        else if(i == NUM_STAGES - 1) begin   
            data_SYN2 <= FF_Stage [i-1]; 
        end
	  	else begin
	        FF_Stage[i] <= FF_Stage[i-1];		
	  	end
	  end
	end  
endgenerate
always @(posedge CLK or negedge RST_n) begin
	if (!RST_n) begin
	 pulse_gen <= 1'b0;
	 Q_in  <= 1'b0;
	end
	else begin
     Q_in <= data_SYN2;
	 pulse_gen <= ~Q_in & data_SYN2 ;	
	end
end
always @(posedge CLK or negedge RST_n) begin
	if (!RST_n) begin
	   SYNC_bus <= 1'b0;
	end
	else begin
	  SYNC_bus <= (pulse_gen)? UNSYNC_bus : SYNC_bus;	
	end
end
always @(posedge CLK or negedge RST_n) begin
	if (!RST_n) begin
	  enable_pulse <= 1'b0;
	end
	else begin
	  enable_pulse <= pulse_gen;	
	end
end
endmodule
</file>
==> flow_summary.yaml <==
# flow metrics
clocking:
  postCtsSetupBuffers: 0
  ctsHoldBuffers: 0
  cts_tree: "yes"
  ctsHtreeMaxLevel: 1
  clk_pin_slew_ps: 60
  clock_latency_ps: 250
  cts_resized: 0
  clkSinkCount: 8
  cts_buffers: 3
  cts_max_path_buffers: 2
  root_buffer: "clkbuf_4"
worst_setup_path:
  worst_ep_required_time_ps: 1280
  crit_path_cell_trace: "clkdlybuf4s50_1"
  cp_slowest_cell: "clkdlybuf4s50_1"
  path_buffers: 1
  r2r_start: "pulse_gen$_DFF_PN0_"
  r2r_slack_ps: 800
  r2r_end: "SYNC_bus$_DFFE_PN0P_"
  cp_slowest_stage_delay_ps: 470
  cp_top_family: "buffers and inverters"
  crit_fanout: 2
  crit_type: "reg -> out"
  path_depth: 1
  arrival_ps: 1050
  start_kind: "flop"
  end_kind: "primary output"
  r2r_cells: 1
final_timing:
  period_needed_ps: 1374
  finalHoldViolations: 0
  layout_worst_path_cycle_share: 0.8590
  drv_slew: 0
  fin_tns_setup_ps: 0
  grt_setup_unrepaired: "false"
  maxSlewHeadroom: 0.9337
  max_freq_mhz: 727.5
  skew_ps: 9.552
  worstMarginPinSlew_ps: 99.47
  setup_viol: 0
  whs_ps: 346.3
grt:
  grt-ovfl-total: 0
  grt_max_degree: 8
  grt_pass1_wl_um: 545
  antenna_found_initial: 0
  grt_usage: 0.01188
  grt_pass1_vias: 124
route:
  drc: 0
  drtPass1Iterations: 2
  initialDrtViolationCount: 5
  wire_per_inst_um: 5.167
  diodes: 0
  ant_nets: 0
  routed_wl_um: 341
  vias: 109
  avgViaCountPerCell: 1.652
min_path:
  hp-class: "reg -> reg"
  hold_path_depth: 0
  min_to: "FF_Stage[2]$_DFF_PN0_"
  hp-start: "FF_Stage[1]$_DFF_PN0_"
layout:
  fillCellCount: 401
  area_delta_synth_final_pct: 62.43
  drive_gt1_frac: 0.2500
  mostFrequentLayoutCells: "dfrtp_1, clkdlybuf4s50_1, clkbuf_4"
  final_common_cell: "dfrtp_1"
pwr:
  p_leak_nw: 0.1426
  p_per_area_mw_per_mm2: 1143
  irDropWorstVdd_uv: 488.5
logic_synthesis:
  ys_cells: 10
  synth_area_per_cell_sq_um: 22.65
  yosysWarnings: 1
  ys_seq_share: 0.9061
  synth_area_sq_um: 226.5
  yosysChipArea_sq_um: 226.5
  yosysUniqueCellTypes: 4
  ys_seq_elements: 8
  syn_inst: 10
die:
  die_h_um: 80
  initial_core_util: 0.06630
  chipArea_sq_mm: 0.006400
  rows: 21
  floorplan.io_pins: 6
  die_w_um: 80
  fp.coreArea_sq_mm: 0.003416
flow_run:
  warning_count: 25
  drv_cap: 0
status:
  status: "completed"
place:
  gp_congestion: 0.5957
  port_buffers: 5
==> logic make-up after synthesis <==
family / count (synthesis) / synth area share
and+or+nand+nor: 1 / 0.02764
DFF: 8 / 0.9061
muxes: 1 / 0.06628
==> sequential cells by signal (all words and copies together) (netlist names) <==
signal        flops
FF_Stage          3
data_SYN2         1
SYNC_bus          1
Q_in              1
pulse_gen         1
enable_pulse      1
==> synthesized netlist by cell type, drive strengths merged <==
master,count,area share
nor2b,1,0.028
dfrtp,7,0.77
edfxtp,1,0.13
mux2,1,0.066
==> metal layers <==
layer	wire, um	track usage	share of wire	up-vias
met5	0	0	0	-
met4	0	0.001761	0	0
met3	110	0.02273	0.32	0
met2	74	0.007223	0.22	9
met1	156	0.01419	0.46	48
li1	-	-	-	52
==> power breakdown <==
group          switching [mW]  leakage [nW]  internal [mW]  total, mW
clock                  0.0673        0.0150         0.0953      0.163
sequential            0.00575        0.0939          0.221      0.227
combinational         0.00683        0.0338         0.0242     0.0310
total                  0.0798         0.143          0.341      0.420
==> stage by stage <==
| stage | power, mW | instance area (sq um) | utilization | setup WS (ps) | cells |
|---|---|---|---|---|---|
| after floorplan | 0.2354 | 226.5 | - | 825.4 | 10 |
| after global placement | 0.2611 | 341.6 | 0.1000 | 475.7 | 62 |
| after detailed placement | 0.2618 | 341.6 | 0.1000 | 487.4 | 62 |
| after CTS | 0.4281 | 367.9 | 0.1077 | 212.9 | 66 |
| after global routing | 0.4502 | 367.9 | 0.1077 | 192.3 | 66 |
| final | 0.4204 | 367.9 | 0.1077 | 225.5 | 66 |
==> worst max-delay path by stage <==
stage                     from           to  slack [ps]
4_1_cts   SYNC_bus$_DFFE_PN0P_  SYNC_bus[0]         210
5_1_grt   SYNC_bus$_DFFE_PN0P_  SYNC_bus[0]         190
6_report  SYNC_bus$_DFFE_PN0P_  SYNC_bus[0]         230
==> final cells by class <==
class,count,area (sq um),share of cell area
tap,46,57.56,0.1565
multi-input combinational,2,21.27,0.05782
sequential,8,205.2,0.5578
clock buffer,4,26.28,0.07143
timing repair buffer,6,57.56,0.1565
Power and IR drop assume default switching activity.
